===== design.v =====
module CONTROLLER(input	logic	clk, reset,
		  input	logic [5:0] op, funct,
		  input	logic	zero,
		  output logic	pcen, memwrite, irwrite, regwrite,
		  output logic	alusrca, iord, memtoreg, regdst,
		  output logic [1:0] alusrcb, pcsrc,
		  output logic [2:0] alucontrol);
logic [1:0] aluop; 
logic	branch, pcwrite;
logic [3:0] state;
logic [14:0]controls;
MAINDEC md(clk, reset, op,pcwrite, memwrite, irwrite, regwrite, alusrca, branch, iord, memtoreg, regdst, alusrcb, pcsrc, aluop,state,controls);
ALUDEC	ad(funct, aluop, alucontrol);
assign pcen=(branch & zero)| pcwrite;
endmodule
module MAINDEC(input logic clk, reset,
		input	logic [5:0] op,
		output logic pcwrite, memwrite, irwrite, regwrite,
	        output logic alusrca, branch, iord, memtoreg, regdst, 
		output logic [1:0] alusrcb, pcsrc,
		output logic [1:0] aluop,
		output logic [3:0] state,
		output logic [14:0]controls);
parameter	FETCH	=	4'b0000;	 
parameter	DECODE	=	4'b0001;	 
parameter	MEMADR	=	4'b0010;	 
parameter	MEMRD	=	4'b0011;	 
parameter	MEMWB	=	4'b0100;	 
parameter	MEMWR	=	4'b0101;	 
parameter	RTYPEEX	=	4'b0110;	 
parameter	RTYPEWB	=	4'b0111;	 
parameter	BEQEX	=	4'b1000;	 
parameter	ADDIEX	=	4'b1001;	 
parameter	ADDIWB	=	4'b1010;	 
parameter	JEX	=	4'b1011;	 
parameter	LW	=	6'b100011;	 
parameter	SW	=	6'b101011;	 
parameter	RTYPE	=	6'b000000;	 
parameter	BEQ	=	6'b000100;	 
parameter	ADDI	=	6'b001000;	 
parameter	J	=	6'b000010;	 
logic [3:0]nextstate;
always_ff @(posedge clk or posedge reset) 
if(reset)
	 state <= FETCH;
else 
	state <= nextstate;
always_comb
case(state)
FETCH:	nextstate = DECODE;
DECODE:	case(op)
	LW	:nextstate = MEMADR;
	SW	:nextstate = MEMADR;
        RTYPE	:nextstate = RTYPEEX;
        BEQ	:nextstate = BEQEX; 
	ADDI	:nextstate = ADDIEX;
	J	:nextstate = JEX;
	default	: nextstate = 4'bx;  
        endcase
MEMADR: case(op)
		LW: nextstate=MEMRD;
		SW: nextstate=MEMWR;
	default   : nextstate=4'bx;
         endcase
MEMRD	: nextstate=MEMWB;
MEMWB	: nextstate=FETCH;
MEMWR	: nextstate=FETCH;
RTYPEEX	: nextstate=RTYPEWB;
RTYPEWB	: nextstate=FETCH;
BEQEX	: nextstate=FETCH;
ADDIEX	: nextstate=ADDIWB;
ADDIWB	: nextstate=FETCH;
JEX	: nextstate=FETCH;
default: nextstate = 4'bx;  
endcase
assign {pcwrite, memwrite, irwrite, regwrite, alusrca, branch, iord, memtoreg, regdst, alusrcb, pcsrc, aluop} = controls;
always_comb case(state)
FETCH:	controls = 15'h5010;
DECODE:	controls = 15'h0030;
MEMADR: controls = 15'h0420; 
MEMRD : controls = 15'h0100;
MEMWB : controls = 15'h0880;
MEMWR : controls = 15'h2100; 
RTYPEEX:controls = 15'h0402;
RTYPEWB:controls = 15'h0840;  
BEQEX  :controls = 15'h0605;
ADDIEX :controls = 15'h0420;
ADDIWB :controls = 15'h0800;
JEX    :controls = 15'h4008;
default: controls = 15'hxxxx;  
endcase
endmodule
module ALUDEC(input logic [5:0] funct,
	      input logic [1:0] aluop,
              output logic [2:0] alucontrol);
always_comb
begin
case(aluop)
	2'b00: alucontrol <= 3'b010;  
	2'b01: alucontrol <= 3'b110;  
	default: case(funct)  
			6'b100000: alucontrol <= 3'b010;  
			6'b100010: alucontrol <= 3'b110;  
			6'b100100: alucontrol <= 3'b000;  
			6'b100101: alucontrol <= 3'b001;  
			6'b101010: alucontrol <= 3'b111;  
			default: alucontrol <= 3'bxxx;  
		endcase
endcase
end
 endmodule

===== run.sh =====
#!/bin/bash
# OpenROAD 26Q1-2900-gdf79404cd8, Yosys 0.63+post, stock flow scripts
make -C /OpenROAD-flow-scripts/flow DESIGN_CONFIG=/design/flow/config.mk WORK_HOME=/design/flow/orfs finish

===== constraint.sdc =====
current_design CONTROLLER

set clk_period 2.5
set clk_io_pct 0.2

create_clock -name clk0 -period $clk_period [get_ports {clk}]

set non_clock_inputs [all_inputs -no_clocks]
set_input_delay [expr $clk_period * $clk_io_pct] -clock clk0 $non_clock_inputs
set_output_delay [expr $clk_period * $clk_io_pct] -clock clk0 [all_outputs]

===== config.mk =====
export PLATFORM = sky130hd
export DESIGN_NAME = CONTROLLER
export DESIGN_NICKNAME = CONTROLLER
export VERILOG_FILES = /design/flow/design.v
export SDC_FILE = /design/flow/constraint.sdc
export NUM_CORES = 4
export LEC_CHECK = 1
export CORE_AREA = 10 10 70 70
export DIE_AREA = 0 0 80 80

==> results.cfg <==
; flow metrics
[sta]
finalCriticalPeriod_ns = 2.43
finalSetupViolCount = 0
worstMarginPinSlew_ns = 0.334
holdWs_ns = 0.447
setup_slack_ns = 0.0694
slew_headroom_pct = 77.4
hold_viol_final = 0
rsz0062_at_grt = no
slew_violations = 0
finalCritPeriodShare_pct = 97.2
max_freq_mhz = 411
skew_ns = 0.00127

[critical_path]
cpPeakStageDelay_ns = 0.53
critPathLaunchType = primary input
crit_arrival_ns = 1.93
critPathKind = primary input to output pin
crit_chain = clkdlybuf4s50_1 -> inv_1 -> o41ai_2 -> clkdlybuf4s50_1
crit_required_ns = 2.00
regToRegSetupSlack_ns = 1.10
end_kind = output pin
critical_path.top_delay_family = buffers and inverters
path_common_cell = clkdlybuf4s50_1
cp_max_fo = 4
slowest_stage = clkdlybuf4s50_1
crit_buf_inv = 3

[yosys]
ys_cells = 65
most_common_cell = inv_1
synth_warnings = 2
ys_seq_share_pct = 19.4
synth_top_area_share_pct = 19.4
async_flop_share_pct = 100
largest_area_cell = dfrtp_1
area_leaders = dfrtp_1 19%, ha_1 9.7%, and2_1 6.1%
yosys_area_um2 = 515
syn_area_um2 = 515
ff_type = dfrtp_1
syn_inst = 65
top_cells_by_count = 7 x inv_1, 5 x and2_1
syn_area_per_cell_um2 = 7.93
ys.flops = 4
synth_cell_types = 33
edf_count = 0

[drt]
vias = 571
drc = 0
drt-wirelength-per-cell_um = 11.6
via_per_inst = 4.05
ant_nets = 0
antenna_cells = 0
drtIter0Drc = 31
routed_wirelength_mm = 1.64
drtPass1Iterations = 4

[final_layout]
largest_reg_flops = 4
fillCellCount = 365
mi_logic_area_um2 = 400
area_delta_synth_final_pct = 76.7
seqCellArea_um2 = 101
reg_top3 = md.state: 4 flops
largest-register = md.state
drive_above_1_share_pct = 11.6

[clocking]
h-tree-depth = 1
clock_sinks = 4
clock_path_buffers = 2
cts_tree = yes
clock_latency_ns = 0.23
clk_pin_slew_ns = 0.04
post_cts_buffers = 0
cts-root-buf = clkbuf_4
cts_made_buffers = 3

[die]
die_x_um = 80
fp-utilization_pct = 15.1
dieArea_um2 = 6400
rows = 21
io_pins = 30
core-area_um2 = 3420
die-height_um = 80

[run]
maxCapViolations = 0
warning_count = 28

[placement]
dpl.hpwl_mm = 1.42
io_buffers = 29
place_ws_ns = -0.0251
place_congestion = 0.840

[power]
power.total_w = 0.000728
peakVddDrop_mv = 0.198
powerDensity_nw_per_um2 = 800
p_leak_nw = 0.371

[worst_hold_path]
min_path_type = primary input to async pin

[status]
outcome = finished clean

[global_route]
overflow = 0
grt_pass1_vias = 594
grt_usage_pct = 5.08
antenna_found_initial = 0
grt_pass1_wl_mm = 2.72
grt_max_degree = 11
## routing by layer
layer	vias to the layer above	track usage, %	routed length [µm]
met2	24	7.95	773
met1	250	6.40	682
li1	295	-	-
met4	0	1.58	34
met5	-	0	0
met3	2	1.70	151
## cell usage in the layout (no fill, tap or decap), drive strengths merged, types with 3 or more instances in the layout
cell           netlist  routed
clkdlybuf4s50        0      27
ha                   4       4
dfrtp                4       4
nor2                 4       4
nor3                 4       4
a21oi                3       3
clkbuf               1       3
inv                  7       7
and2                 5       5
o21ai                4       4
nand2                3       3
## per-stage QoR
stage | setup TNS [ns] | instances | area [µm²] | utilization, %
6_report | 0 | 141 | 911 | 26.7
5_1_grt | 0 | 141 | 911 | 26.7
4_1_cts | 0 | 141 | 896 | 26.2
3_5_place_dp | -0.0251 | 138 | 855 | 25.0
3_3_place_gp | -0.0139 | 138 | 855 | 25.0
2_1_floorplan | 0 | 65 | 515 | -
## cell families after synthesis
family,count (synthesis),synth area share [%]
buffers and inverters,11,9.71
AND-OR/OR-AND,15,19.7
flip-flops,4,19.4
AND/OR/NAND/NOR,28,36.4
XOR/XNOR,3,5.10
adder cells (fa/ha/maj),4,9.71
## power by group
part	switching, W	internal, W	total (W)	leakage (nW)
sequential	0.0000245	0.0000940	0.000118	0.0491
combinational	0.000215	0.000316	0.000531	0.308
clock	0.0000255	0.0000536	0.0000791	0.0138
## worst register-to-register path, delay by kind of cell (launching register included)
| kind | cells | cell delay (ns) |
|---|---|---|
| simple gates | 1 | 0.53 |
| flops | 1 | 0.41 |
| fa+ha+maj | 1 | 0.22 |
| compound gates | 1 | 0.09 |
| buf+inv | 1 | 0.08 |
## final cells by class
class / instances / share of cell area [%]
clock buffers: 3 / 2.47
inverters: 7 / 2.88
multi-input cells: 50 / 44.0
flip-flops and latches: 4 / 11.1
well taps: 46 / 6.32
repair buffers: 31 / 33.2
## what timing repair did
action / 4_1_cts / 5_1_grt
pin swaps: 1 / 1
cloned: 0 / 0
setup endpoints to repair: 1 / 4
hold buffers: 0 / 0
gates resized: 5 / 3
## final timing paths
path                        startpoint  cells after the start             to
hold reg to reg            md.state[2]                      3    md.state[3]
hold / removal                   reset                      2    md.state[2]
setup / recovery              funct[1]                      4  alucontrol[2]
setup reg to reg           md.state[1]                      4    md.state[0]
max in group asynchronous        reset                      2    md.state[1]
min in group clk0          md.state[2]                      3    md.state[3]
No activity file was given, so power comes from the tool's default toggle rates.
